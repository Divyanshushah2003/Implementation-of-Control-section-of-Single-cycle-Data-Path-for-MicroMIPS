**flow/run.sh**
```bash
#!/bin/bash
# OpenROAD 26Q1-2900-gdf79404cd8, Yosys 0.63+post, stock flow scripts
make -C /OpenROAD-flow-scripts/flow DESIGN_CONFIG=/design/flow/config.mk WORK_HOME=/design/flow/orfs finish
```
**flow/config.mk**
```make
export PLATFORM = sky130hd
export DESIGN_NAME = controlunit
export DESIGN_NICKNAME = controlunit
export VERILOG_FILES = /design/flow/design.v
export SDC_FILE = /design/flow/constraint.sdc
export NUM_CORES = 4
export LEC_CHECK = 1
export CORE_AREA = 10 10 111 111
export DIE_AREA = 0 0 121 121
```
**flow/constraint.sdc**
```tcl
current_design controlunit

set clk_period 3.4
set clk_io_pct 0.2

create_clock -name clk0 -period $clk_period [get_ports {clk}]

set non_clock_inputs [all_inputs -no_clocks]
set_input_delay [expr $clk_period * $clk_io_pct] -clock clk0 $non_clock_inputs
set_output_delay [expr $clk_period * $clk_io_pct] -clock clk0 [all_outputs]
```
**flow/design.v**
```verilog
module controlunit(op,fn,clk,reg_write,reg_dst,reg_insrc,ALU_src,add_sub,logic_fn,fn_class,data_read,data_write,brtype,PCsrc);
input [5:0]op,fn;
input clk;
output reg [1:0]reg_dst,reg_insrc,logic_fn,fn_class,brtype,PCsrc;
output reg reg_write,ALU_src,add_sub,data_read,data_write;
always @(posedge clk)
begin
case({op,fn})
12'b001111xxxxxx:
begin
	reg_write <= 1'b1;
	reg_dst <= 2'b00;
	reg_insrc <= 2'b01;
	ALU_src <= 1'b1;
	add_sub <= 1'bx;
	logic_fn <= 2'bx;
	fn_class <= 2'b00;
	data_read <= 1'b0;
	data_write <= 1'b0;
	brtype <= 2'b00;
	PCsrc <=2'b00;
end
12'b000000100000:
begin
	reg_write <= 1'b1;
	reg_dst <= 2'b01;
	reg_insrc <= 2'b01;
	ALU_src <= 1'b0;
	add_sub <= 1'b0;
	logic_fn <= 2'bx;
	fn_class <= 2'b10;
	data_read <= 1'b0;
	data_write <= 1'b0;
	brtype <= 2'b00;
	PCsrc <=2'b00;
end
12'b000000100010:
begin
	reg_write <= 1'b1;
	reg_dst <= 2'b01;
	reg_insrc <= 2'b01;
	ALU_src <= 1'b0;
	add_sub <= 1'b1;
	logic_fn <= 2'bx;
	fn_class <= 2'b10;
	data_read <= 1'b0;
	data_write <= 1'b0;
	brtype <= 2'b00;
	PCsrc <=2'b00;
end
12'b000000101010:
begin
	reg_write <= 1'b1;
	reg_dst <= 2'b01;
	reg_insrc <= 2'b01;
	ALU_src <= 1'b0;
	add_sub <= 1'b1;
	logic_fn <= 2'bx;
	fn_class <= 2'b01;
	data_read <= 1'b0;
	data_write <= 1'b0;
	brtype <= 2'b00;
	PCsrc <=2'b00;
end
12'b001000xxxxxx:
begin
	reg_write <= 1'b1;
	reg_dst <= 2'b00;
	reg_insrc <= 2'b01;
	ALU_src <= 1'b1;
	add_sub <= 1'b0;
	logic_fn <= 2'bx;
	fn_class <= 2'b10;
	data_read <= 1'b0;
	data_write <= 1'b0;
	brtype <= 2'b00;
	PCsrc <=2'b00;
end
12'b001010xxxxxx:
begin
	reg_write <= 1'b1;
	reg_dst <= 2'b00;
	reg_insrc <= 2'b01;
	ALU_src <= 1'b1;
	add_sub <= 1'b1;
	logic_fn <= 2'bx;
	fn_class <= 2'b01;
	data_read <= 1'b0;
	data_write <= 1'b0;
	brtype <= 2'b00;
	PCsrc <=2'b00;
end
12'b000000100100:
begin
	reg_write <= 1'b1;
	reg_dst <= 2'b01;
	reg_insrc <= 2'b01;
	ALU_src <= 1'b0;
	add_sub <= 1'bx;
	logic_fn <= 2'b00;
	fn_class <= 2'b11;
	data_read <= 1'b0;
	data_write <= 1'b0;
	brtype <= 2'b00;
	PCsrc <=2'b00;
end
12'b000000100101:
begin
	reg_write <= 1'b1;
	reg_dst <= 2'b01;
	reg_insrc <= 2'b01;
	ALU_src <= 1'b0;
	add_sub <= 1'bx;
	logic_fn <= 2'b01;
	fn_class <= 2'b11;
	data_read <= 1'b0;
	data_write <= 1'b0;
	brtype <= 2'b00;
	PCsrc <=2'b00;
end
12'b000000100110:
begin
	reg_write <= 1'b1;
	reg_dst <= 2'b01;
	reg_insrc <= 2'b01;
	ALU_src <= 1'b0;
	add_sub <= 1'bx;
	logic_fn <= 2'b10;
	fn_class <= 2'b11;
	data_read <= 1'b0;
	data_write <= 1'b0;
	brtype <= 2'b00;
	PCsrc <=2'b00;
end
12'b000000100111:
begin
	reg_write <= 1'b1;
	reg_dst <= 2'b01;
	reg_insrc <= 2'b01;
	ALU_src <= 1'b0;
	add_sub <= 1'bx;
	logic_fn <= 2'b11;
	fn_class <= 2'b11;
	data_read <= 1'b0;
	data_write <= 1'b0;
	brtype <= 2'b00;
	PCsrc <=2'b00;
end
12'b001100xxxxxx:
begin
	reg_write <= 1'b1;
	reg_dst <= 2'b00;
	reg_insrc <= 2'b01;
	ALU_src <= 1'b1;
	add_sub <= 1'bx;
	logic_fn <= 2'b00;
	fn_class <= 2'b11;
	data_read <= 1'b0;
	data_write <= 1'b0;
	brtype <= 2'b00;
	PCsrc <=2'b00;
end
12'b001101xxxxxx:
begin
	reg_write <= 1'b1;
	reg_dst <= 2'b00;
	reg_insrc <= 2'b01;
	ALU_src <= 1'b1;
	add_sub <= 1'b1;
	logic_fn <= 2'b01;
	fn_class <= 2'b11;
	data_read <= 1'b0;
	data_write <= 1'b0;
	brtype <= 2'b00;
	PCsrc <=2'b00;
end
12'b001110xxxxxx:
begin
	reg_write <= 1'b1;
	reg_dst <= 2'b00;
	reg_insrc <= 2'b01;
	ALU_src <= 1'b1;
	add_sub <= 1'b1;
	logic_fn <= 2'b10;
	fn_class <= 2'b11;
	data_read <= 1'b0;
	data_write <= 1'b0;
	brtype <= 2'b00;
	PCsrc <=2'b00;
end
12'b100011xxxxxx:
begin
	reg_write <= 1'b1;
	reg_dst <= 2'b00;
	reg_insrc <= 2'b00;
	ALU_src <= 1'b1;
	add_sub <= 1'b0;
	logic_fn <= 2'bx;
	fn_class <= 2'b10;
	data_read <= 1'b1;
	data_write <= 1'b0;
	brtype <= 2'b00;
	PCsrc <=2'b00;
end
12'b101011xxxxxx:
begin
	reg_write <= 1'b0;
	reg_dst <= 2'bx;
	reg_insrc <= 2'bx;
	ALU_src <= 1'b1;
	add_sub <= 1'b0;
	logic_fn <= 2'bx;
	fn_class <= 2'b10;
	data_read <= 1'b0;
	data_write <= 1'b1;
	brtype <= 2'b00;
	PCsrc <=2'b00;
end
12'b000010xxxxxx:
begin
	reg_write <= 1'b0;
	reg_dst <= 2'bx;
	reg_insrc <= 2'bx;
	ALU_src <= 1'bx;
	add_sub <= 1'bx;
	logic_fn <= 2'bx;
	fn_class <= 2'bx;
	data_read <= 1'b0;
	data_write <= 1'b0;
	brtype <= 2'bx;
	PCsrc <=2'b01;
end
12'b000000001000:
begin
	reg_write <= 1'b0;
	reg_dst <= 2'bx;
	reg_insrc <= 2'bx;
	ALU_src <= 1'bx;
	add_sub <= 1'bx;
	logic_fn <= 2'bx;
	fn_class <= 2'bx;
	data_read <= 1'b0;
	data_write <= 1'b0;
	brtype <= 2'bx;
	PCsrc <=2'b10;
end
12'b000001xxxxxx:
begin
	reg_write <= 1'b0;
	reg_dst <= 2'bx;
	reg_insrc <= 2'bx;
	ALU_src <= 1'bx;
	add_sub <= 1'bx;
	logic_fn <= 2'bx;
	fn_class <= 2'bx;
	data_read <= 1'b0;
	data_write <= 1'b0;
	brtype <= 2'b11;
	PCsrc <=2'b00;
end
12'b000100xxxxxx:
begin
	reg_write <= 1'b0;
	reg_dst <= 2'bx;
	reg_insrc <= 2'bx;
	ALU_src <= 1'bx;
	add_sub <= 1'bx;
	logic_fn <= 2'bx;
	fn_class <= 2'bx;
	data_read <= 1'b0;
	data_write <= 1'b0;
	brtype <= 2'b01;
	PCsrc <=2'b00;
end
12'b000101xxxxxx:
begin
	reg_write <= 1'b0;
	reg_dst <= 2'bx;
	reg_insrc <= 2'bx;
	ALU_src <= 1'bx;
	add_sub <= 1'bx;
	logic_fn <= 2'bx;
	fn_class <= 2'bx;
	data_read <= 1'b0;
	data_write <= 1'b0;
	brtype <= 2'b10;
	PCsrc <=2'b00;
end
12'b000011xxxxxx:
begin
	reg_write <= 1'b1;
	reg_dst <= 2'b10;
	reg_insrc <= 2'b10;
	ALU_src <= 1'bx;
	add_sub <= 1'bx;
	logic_fn <= 2'bx;
	fn_class <= 2'bx;
	data_read <= 1'b0;
	data_write <= 1'b0;
	brtype <= 2'b00;
	PCsrc <=2'b01;
end
12'b000000001100:
begin
	reg_write <= 1'b0;
	reg_dst <= 2'bx;
	reg_insrc <= 2'bx;
	ALU_src <= 1'bx;
	add_sub <= 1'bx;
	logic_fn <= 2'bx;
	fn_class <= 2'bx;
	data_read <= 1'b0;
	data_write <= 1'b0;
	brtype <= 2'bx;
	PCsrc <=2'b11;
end
endcase
end
endmodule
```
==> changes_impl.md <==
### Implementation results

- Status: finished, final reports clean
- Vias post-DR: 929
- Initial antenna violation count: 0
- Main area contributors: edfxtp_1 43%, nand3_2 8.4%, buf_6 5.7%
- Chip area: 0.01464 mm^2
- Resized Gates After CTS: 0
- Grt met2 use: 0.05374
- Final global-route overflow total: 0
- Routing usage on met3: 0.01464
- TritonRoute pass-1 iters: 4
- Pwr dens: 319.3 mW/mm^2
- Tot GR Track Use: 0.03905
- Fin Setup TNS: 0 ns
- Hold Vio Cnt, Final: 0
- Slowest CP cell: clkdlybuf4s50_1
- Critical Path Fanout Max: 13
- Min-delay src: fn[0]
- Synth Seq Share: 0.4277
- Synthesis Warnings: 1
- Top cell excl fill/tap: clkdlybuf4s50_1
- Min-Delay Path Class: input port to register
- Rel. slew slack: 0.6730
- Sink Count: 17
- Leak pwr: 0.0006234 uW
- Post-synth EDFFs: 17
- Root buffer cell: clkbuf_8
- Drt total wl: 2938 um
- Fin area: 0.001623 mm^2
- Post-CTS Setup Bufs: 0
- Global routing usage on met1: 0.05791
- Most common logic cells in the final layout: 29 x clkdlybuf4s50_1, 17 x edfxtp_1, 10 x nand3_2
- ANT cells: 0
- Setup violators final: 0
- Crit end category: register
- Post-DP HPWL: 2462 um
- Synth flops: 17
- DR WL/cell: 10.88 um
- Clock-pin slew on the worst setup and hold paths: 0.06 ns
- Syn Area/Cell: 10.75 um^2
- Critical path launch point type: input port
- Area Overhead vs Synth: 35.95%
- Critical path, cell by cell: clkdlybuf4s50_1 > nor4_2 > and2_4 > a31oi_4 > and4_1
- Tool Warnings: 25
- Core area: 0.009864 mm^2
- Yosys stat area: 0.001194 mm^2
- Mapped Cells: 111
- Slew @ Worst Pin: 0.4905 ns
- Top delay family on crit path: simple AND/OR/NAND/NOR gates
- Vias in the first global route: 852
- Num CTS Buffers: 3
- Area share, top type: 0.4277
- Busiest grt layer: met1
- FFs w/ async S/R, synth: 0
- Worst Hold Depth: 3
- # rows: 36
- Dominant register cell: edfxtp_1
- Drc violations: 0
- Worst path bufs/invs: 1
- Die Y: 121 um
- Placed instance count: 266
- Post-synth top area cell: edfxtp_1
- # H-tree levels: 1
- CTS tree: done
- Crit Path Category: input port to register
- Core Util at FP: 0.1210
- Yosys cell types: 39
- # port buffers: 29
- CP max stage delay: 0.61 ns
- Layout cells sized above 1: 0.2190
- Pin count of the biggest net entering global routing: 14
- RSZ-0062 raised after global routing: false
- Worst EP required: 3.41 ns
- Setup ws final: 0.9505 ns
- Yosys cell count: 111
- Mapped Area: 0.001194 mm^2
- CTS Hold Bufs: 0
- Die X: 121 um
- Worst Setup Slack post-DPL: 0.6965 ns
- Critical Path AT: 2.46 ns
- VDD IR-drop max: 0.1180 mV
- Hold EP: logic_fn[0]$_DFFE_PP_
- Fin. max-slew vios: 0
- Final non-filler cell total: 270
- Vias per std cell: 3.441
- Antenna-violating nets left: 0
- RD Place Congestion: 0.7691
- Initial DRC Count: 41
- Final Critical Period: 2.449 ns
- Max-cap violations: 0
- Clk buf depth: 2
- Post-layout period usage: 0.7204
- Post-DP Area: 0.001578 mm^2
- Final Core Density: 0.1645
- Peak Freq: 408.2 MHz
- Global-route wire length before repair: 4560 um
- Number of I/O pins: 30
logic make-up (layout without fill, tap and decap cells):
| kind of cell | after synthesis | count (layout) | synth area share |
|---|---|---|---|
| buf+inv | 15 | 41 | 0.08910 |
| compound gates | 27 | 27 | 0.1835 |
| flops | 17 | 17 | 0.4277 |
| simple gates | 52 | 52 | 0.2998 |
routing by layer:
metal / part of all wire / vias to the layer above
met5: 0 / -
met4: 0.014 / 0
met1: 0.49 / 414
met3: 0.10 / 5
li1: - / 468
met2: 0.40 / 42
synthesized netlist by cell type (all sizes together) (3+ instances only):
| cell | number |
|---|---|
| a21oi | 4 |
| a31oi | 5 |
| and2 | 3 |
| and3 | 3 |
| buf | 8 |
| edfxtp | 17 |
| inv | 7 |
| nand2 | 6 |
| nand2b | 4 |
| nand3 | 16 |
| nor2 | 9 |
| nor3 | 4 |
| o21ai | 7 |
per-stage QoR:
stage,hold slack [ns],power [uW]
global route,1.260,546.6
CTS,1.249,524.3
global placement,1.425,377.8
finish,1.230,518.2
detailed placement,1.427,379.2
floorplan,0.8943,314.8
layout make-up:
class                           instances  area [um^2]
Multi-Input combinational cell         79        576.8
Sequential cell                        17        510.5
Inverter                                7        26.28
Fill cell                            1079         8242
Tap cell                              133        166.4
Clock buffer                            4        45.04
Timing Repair Buffer                   30        297.8
worst max path at each step:
stage	start	to	slack (ns)	cells past startpoint
finish	op[3]	data_read$_DFFE_PP_	0.95	5
global route	op[3]	data_read$_DFFE_PP_	0.81	5
CTS	op[3]	data_read$_DFFE_PP_	0.95	5
report_power, final:
part | switching (uW) | internal, uW | total, uW | leakage (uW)
Clock | 62.9 | 83.1 | 146 | 0.0000228
Sequential | 5.18 | 253 | 258 | 0.000166
Combinational | 50.0 | 64.2 | 114 | 0.000434
Total | 118 | 400 | 518 | 0.000623
sequential cells by signal, summed over array words and instances, names as in the netlist:
name and flops:
reg_write 1, logic_fn 2, reg_insrc 2, reg_dst 2, data_write 1, ALU_src 1
brtype 2, fn_class 2, add_sub 1, data_read 1, PCsrc 2
Power and IR drop assume default switching activity.
